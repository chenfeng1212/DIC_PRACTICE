### flow/config.mk
export PLATFORM = sky130hd
export DESIGN_NAME = lcd_ctrl
export DESIGN_NICKNAME = lcd_ctrl
export VERILOG_FILES = /design/flow/design.v
export SDC_FILE = /design/flow/constraint.sdc
export NUM_CORES = 4
export LEC_CHECK = 1
export CORE_UTILIZATION = 50
### flow/constraint.sdc
current_design lcd_ctrl

set clk_period 6.0
set clk_io_pct 0.2

create_clock -name clk0 -period $clk_period [get_ports {clk}]

set non_clock_inputs [all_inputs -no_clocks]
set_input_delay [expr $clk_period * $clk_io_pct] -clock clk0 $non_clock_inputs
set_output_delay [expr $clk_period * $clk_io_pct] -clock clk0 [all_outputs]
### flow/design.v
module lcd_ctrl(clk, reset, datain, cmd, cmd_valid, dataout, output_valid, busy);
input           clk;
input           reset;
input   [7:0]   datain;
input   [2:0]   cmd;
input           cmd_valid;
output  [7:0]   dataout;
output reg         output_valid;
output reg          busy;
parameter REFLASH = 0, LOAD = 1, SHIFT_R = 2, SHIFT_L = 3, SHIFT_U = 4, SHIFT_D = 5, IDLE = 6;
integer i, j;
reg [2:0] next_state, curr_state;
reg [2:0] px, py, ox, oy, nx, ny;
reg [8:0] data [0:5][0:5];
reg [2:0] cmd_reg;
assign dataout = data[nx + ox][ny + oy];
always @(posedge clk or posedge reset) begin
    if (reset) cmd_reg <= 6;
    else if (cmd_valid) cmd_reg <= cmd;
end
always @(*) begin
    if (reset) begin
        next_state = IDLE;
    end
    else if (cmd_valid) begin
        case (cmd)
            0 : next_state = REFLASH;
            1 : next_state = LOAD;
            2 : next_state = SHIFT_R;
            3 : next_state = SHIFT_L;
            4 : next_state = SHIFT_U;
            5 : next_state = SHIFT_D;
            default: next_state = IDLE;
        endcase
    end
    else next_state = cmd_reg;
end
always @(posedge clk or posedge reset) begin
    if (reset) curr_state <= IDLE;
    else curr_state <= next_state;
end
always @(posedge clk or posedge reset) begin
    if (reset) begin
        px <= 0;
        py <= 0;
        for (i = 0; i < 6; i = i + 1) begin
            for (j = 0; j < 6; j = j + 1) begin
                data[i][j] <= 0;
            end
        end
    end
    else if (cmd_valid) begin
        px <= 0;
        py <= 0;
    end
    else if (curr_state == LOAD) begin
        if (px == 5) begin
            px <= 0;
            py <= py + 1;
        end
        else px <= px + 1;
        if (py < 6) data[px][py] <= datain;
    end
end
always @(posedge clk or posedge reset) begin
    if (reset) begin
        nx <= 0;
        ny <= 0;
        output_valid <= 0;
        busy <= 0;
    end
    else if (oy == 2 && ox == 2) begin
        output_valid <= 0;
        busy <= 0;
    end
    else if (curr_state == REFLASH) begin
        output_valid <= 1;
        busy <= 1;
    end
    else if (curr_state == LOAD) begin
        nx <= 2;
        ny <= 2;
        if (py > 5 && ox <= 2 && oy <= 2) output_valid <= 1;
        busy <= 1;
    end
    else if (curr_state == SHIFT_R && !cmd_valid) begin
        if (nx < 3 && !output_valid ) nx <= nx + 1;
        output_valid <= 1;
    end
    else if (curr_state == SHIFT_L && !cmd_valid) begin
        if (nx > 0 && !output_valid) nx <= nx - 1;
        output_valid <= 1;
    end
    else if (curr_state == SHIFT_U && !cmd_valid) begin
        if (ny > 0 && !output_valid) ny <= ny - 1;
        output_valid <= 1;
    end
    else if (curr_state == SHIFT_D && !cmd_valid) begin
        if (ny < 3 && !output_valid) ny <= ny + 1;
        output_valid <= 1;
    end
    else if (curr_state >= 2 && curr_state <= 5) begin
        busy <= 1;
    end
end
always @(posedge clk or posedge reset) begin
    if (reset) begin
        ox <= 0;
        oy <= 0;
    end
    else if (output_valid) begin
        if (ox == 2) begin
            ox <= 0;
            oy <= oy + 1;
        end
        else ox <= ox + 1;
    end
    else begin
        ox <= 0;
        oy <= 0;
    end
end
endmodule
### flow/run.sh
#!/bin/bash
# OpenROAD 26Q1-2900-gdf79404cd8, Yosys 0.63+post, stock flow scripts
make -C /OpenROAD-flow-scripts/flow DESIGN_CONFIG=/design/flow/config.mk WORK_HOME=/design/flow/orfs finish
==> CHANGELOG.md <==
### Metrics

* Cell taking the most area after synthesis: sky130_fd_sc_hd__dfrtp_1
* I/O pin total at 24
* Yosys Instances at 1,294
* Synth top area cells: sky130_fd_sc_hd__dfrtp_1 (48%), sky130_fd_sc_hd__mux2_2 (21%), sky130_fd_sc_hd__mux2i_1 (2.2%)
* # clock sinks at 314
* Setup crit end kind: output port
* Critical path buffers and inverters at 5
* Seq share, synth at 49.1%
* Fp_density at 50.7%
* Register with the most flip-flops: data
* Share of layout cells above drive strength 1 at 47.0%
* R2r startpoint: px[1]$_DFFE_PP0P_
* Clock root cell: sky130_fd_sc_hd__clkbuf_16
* Synth-to-layout area growth at 24.3%
* DRC errors left at 0
* Clock slew at the register clock pins of the worst setup and hold paths at 50 ps
* FFs w/ async S/R, synth at 100%
* Avg WL per Cell at 26.0 um
* Area share of the largest cell type after synthesis at 48.5%
* Setup Viol. Count Final at 5
* Yosys warning tally at 2
* Post-synthesis share of cell area spent on and-or and or-and gates at 9.48%
* Yosys reg bits at 314
* Peak per-stage delay on the critical path at 490 ps
* Post-place instance area at 0.0174 mm2
* Global-route wire length before repair at 75,400 um
* Synthesized cell area at 0.0160 mm2
* Tally of filler cells in the layout at 2,396
* Mux cell area share after synthesis at 24.0%
* RSZ-0062 raised after global routing: yes
* CP top delay family: adder cells
* Slowest library cell on the worst path: sky130_fd_sc_hd__fa_1
* Final Critical Period at 6090 ps
* Cell count of the worst reg-to-reg path at 7
* CTS max path bufs at 3
* Outcome: finished with violations
* Most common reg cell: sky130_fd_sc_hd__dfrtp_1
* Iteration-0 DRC count of the detailed router at 734
* Overall overflow remaining after global route at 0
* Top achievable clock speed at 164 MHz
* Number of flip-flops under the largest register name at 288
* Initial antenna violation count at 0
* Critical R2R Capture: data[19][0]$_DFFE_PP0P_
* Synthesis area per yosys at 0.0160 mm2
* Antenna Diode Count at 0
* Crit path launch type: register
* Synthesized area per cell at 12.4 um2
* Arithmetic-cell share of the synthesized area counting full adders, half adders and majority gates at 2.81%
* Post-synthesis share of cell area spent on and, or, nand and nor gates at 10.3%
* Worst min path class: reg2reg
* Die Outline Area at 0.0327 mm2
* Arr. time, crit path at 4890 ps
* Commonest non-fill, non-tap cells in the layout: sky130_fd_sc_hd__dfrtp_1 (310), sky130_fd_sc_hd__mux2_2 (292), sky130_fd_sc_hd__buf_4 (126)
* Slew @ Worst Pin at 736 ps
* Via count of the first global-routing pass at 12.1k
* Area of the multi-input gates at 0.00835 mm2
* Avg Vias per Cell at 6.21
* Aggregate global-route resource usage at 32.7%
* Critical path peak fanout at 5
* Post-route standard cell area excluding fillers at 0.0199 mm2
* Setup TNS at -308 ps
* Clock Latency Late Sink at 520 ps
* Die Height at 181 um
* Number of instances in the synthesized netlist at 1,294
* Number of buffers created by CTS at 36
* Distinct lib cells used at 90
* Period Utilization, post-route at 102%
* Min-delay src: cmd_reg[0]$_DFFE_PP0P_
* Half-perimeter wire length of the detailed placement result at 32,500 um
* Fin Hold WS at 478 ps
* Kind of critical path: reg2out
* Number of synthesized flops with an enable pin at 0
* Core Footprint at 0.0316 mm2
* Number of nets still failing antenna checks after routing at 0
* Failing checks: setup timing
* Storage cell area at 0.00786 mm2
* Count of tool warnings at 35
* Sink of the worst hold path: cmd_reg[0]$_DFFE_PP0P_
* Gpl congestion at 1.02
* Floorplan row count at 65
* Cell depth of the worst setup path at 17
* Share of the synthesized netlist area taken by xor and xnor gates at 1.34%
* Die Wd at 181 um
* Detailed-route via count at 11.6k
* Post-Route Skew at 9.75 ps
* H-tree levels at 2
* TritonCTS clock tree: done
* CP Cell Sequence: ha_2 > fa_1 > ha_1 > inv_2 > fa_1 > fa_2 > nor2b_1 > o21a_1 > xnor3_2 > buf_12 > buf_8 > and3_4 > o21a_1 > a2111oi_2 > buf_4 > a31oi_4 > buf_2
* Final tally of max-slew violations at 0
* CTS Hold Buffers Added at 0
* Depth of the worst hold-timing path at 2
* Port Buffers at 23
* Count of TritonRoute iterations in the first routing pass at 5
* Most frequently placed logic cell in the final layout: sky130_fd_sc_hd__dfrtp_1
* Worst R2R Setup Slack at 2360 ps
* Pre-CTS setup slack at -135 ps
* Slew HR at 50.8%
* Crit path from: ox[0]$_DFF_PP0_
* Final wirelength at 48,700 um
* Worst Slack Setup Final at -94.3 ps
* Top logic family: multiplexers
* Final hold violation count at 0
* Max cap viols at 0
* Pin count of the biggest net entering global routing at 122
* Req. time, crit path at 4800 ps
-- through the flow --
stage	std cells	util [%]
after floorplan	1294	-
after global placement	1756	55.2
after detailed placement	1756	55.2
after CTS	1853	61.9
after global routing	1871	63.0
final	1871	63.0
-- final cells by class --
cell class / count / share of cell area, %
clock buffers: 56 / 5.57
clock inverters: 7 / 0.573
inverters: 29 / 0.566
multi-input cells: 870 / 42.0
flip-flops and latches: 314 / 39.5
well taps: 402 / 2.53
repair buffers: 193 / 9.22
-- worst register-to-register path: cells and delay by family (launching register included) --
family / cells / cell delay [ps]
buf+inv: 1 / 90
simple gates: 3 / 1370
mux: 1 / 390
fa+ha+maj: 2 / 1250
flops: 1 / 440
-- cell usage after synthesis, drive strengths merged, types with 9 or more instances --
cell      n
mux2i    35
a31oi     9
nor3     20
a22oi    19
nand2b   10
clkbuf   50
a211oi   11
nand3    32
mux2    300
buf      31
a21oi    43
and3     11
nand4     9
fa        9
xnor2    10
o22ai     9
nor2     59
o21ai    26
ha       20
dfrtp   310
inv      28
nand2    82
-- worst max-delay path by stage --
stage,end,slack (ps)
4_1_cts,dataout[5],-200
5_1_grt,dataout[1],-270
6_report,dataout[1],-90
-- what timing repair did --
action / CTS / global route
gates resized: 142 / 49
pin swaps: 62 / 48
setup endpoints to repair: 8 / 8
gates cloned: 4 / 0
buffers inserted: 35 / 22
-- per-layer routing --
metal / global-route usage [%] / vias to the layer above / part of all wire [%]
li1: - / 5080 / -
met1: 49.3 / 5966 / 43
met5: 0 / - / 0
met4: 10.9 / 0 / 4.1
met3: 11.1 / 121 / 9.2
met2: 46.4 / 443 / 44
-- cells by family (layout without fill, tap and decap cells) --
kind of cell	Yosys count	in the layout
muxes	340	340
DFF	314	314
and+or+nand+nor	272	272
AOI/OAI and AO/OA	210	210
buffers and inverters	110	285
adders and majority gates	31	31
xor gates and xnor gates	17	17
