==> /design/flow/design.v <==
module CONVEX(
input CLK,
input RST,
input [4:0] PT_XY,
output reg READ_PT,
output reg [9:0] DROP_X,
output reg [9:0] DROP_Y,
output reg DROP_V);
parameter IDLE = 3'd0, READ_X = 3'd1, READ_Y = 3'd2, SORT = 3'd3, POINT = 3'd4, CO = 3'd5, SHIFT = 3'd6, WRITE = 3'd7;
reg is_l;
reg [2:0] CS, NS;
reg [9:0] X [12:0];
reg [9:0] Y [12:0];
reg has_tan;
reg [3:0] num;  
reg [3:0] index;  
reg [3:0] ptr1;
reg [3:0] ptr2;
reg [12:0] del_point;
reg [10:0] X_1, X_2, Y_1, Y_2;
wire [1:0] compare;
reg [1:0] index_point;
wire cross_done;  
reg [4:0] position [1:0];
reg compare_temp ;
reg enable;
reg is_tan;
integer i; 
CROSS c1(.clk(CLK), .enable(enable), .X_1(X_1), .X_2(X_2), .Y_1(Y_1), .Y_2(Y_2), .compare(compare), .valid(cross_done));
always @(*) begin    
    if (RST) begin
        NS = IDLE;
    end
    else begin
        case (CS)
            READ_X : begin
                if(is_l) NS = READ_Y;
                else NS = READ_X;
            end
            READ_Y : begin
                if(is_l) begin
                    if (num < 2) begin
                        NS = READ_X;
                    end
                    else if(num == 2)NS = SORT;
                    else NS = POINT;
                end
                else NS = READ_Y;
            end
            SORT : begin     
                if(ptr1 == num) NS = READ_X;
                else NS = SORT;
            end
            POINT : begin
                if (compare[1]) begin
                    NS = CO;
                end
                else begin
                    if (index == num - 1) begin
                        if (has_tan) NS = SHIFT;
                        else NS = WRITE;
                    end
                    else if (del_point[num - 1] == 1) NS = SHIFT;
                    else NS = POINT;
                end
            end
            CO : begin
                NS = POINT;
            end
            SHIFT : begin
                if(ptr1 == num - 1) NS = SORT;
                else NS = SHIFT;
            end
            WRITE : begin
                NS = READ_X;
            end
            default: begin   
                NS = READ_X;
            end 
        endcase
    end
end
always @(posedge CLK or posedge RST) begin   
    if(RST) CS <= IDLE;
    else CS <= NS;
end
always @(*) begin    
    if(NS == READ_X) READ_PT = 1'b1;
    else READ_PT = 1'b0;
end
always @(posedge CLK or posedge RST) begin  
    if (RST) begin
        for (i = 0; i < 13; i = i + 1) begin
            X[i] <= 10'b0;
            Y[i] <= 10'b0;
        end
        is_l <= 1'b0;
        num <= 4'd0;
        ptr1 <= 4'd2;
        ptr2 <= 4'd1;
    end
    else begin
        case (CS)
            READ_X: begin
                if (is_l) begin
                    X[num][4:0] <= PT_XY;
                end
                else begin
                    X[num][9:5] <= PT_XY;
                end
                is_l <= ~is_l;
            end
            READ_Y: begin
                if (is_l) begin
                    Y[num][4:0] <= PT_XY;
                    num <= num + 1;
                end
                else begin
                    Y[num][9:5] <= PT_XY;
                end
                is_l <= ~is_l;
            end
            SORT: begin
                if (cross_done) begin
                    if (compare[0] || ptr2 == 0) begin
                        ptr2 <= ptr1;
                        ptr1 <= ptr1 + 4'd1;
                        for (i = 0; i < 12; i = i + 1) begin
                            if (i == ptr2 + 1) begin
                                X[i] <= X[ptr1];
                                Y[i] <= Y[ptr1];
                            end
                            else if (i > ptr2 + 1 && i <= ptr1) begin
                                X[i] <= X[i - 1];
                                Y[i] <= Y[i - 1];
                            end
                        end
                    end
                    else begin
                        ptr2 <= ptr2 - 4'd1;
                    end
                end
            end
            CO: begin
            end
            POINT: begin
                ptr1 <= 4'd0;
            end
            SHIFT: begin
                if(del_point) begin
                    if (del_point[0]) begin
                        for (i = 0; i < 12; i = i + 1) begin
                            if(i >= ptr1) begin
                                X[i] <= X[i+1];
                                Y[i] <= Y[i+1];
                            end
                        end
                        num <= num - 4'd1;
                    end
                    else ptr1 <= ptr1 + 4'd1;
                end
                else begin
                    ptr1 <= num - 1;
                    ptr2 <= num - 2;
                end
            end
            WRITE: begin
                num <= num - 1;
            end
        endcase
    end
end
always @(*) begin    
    if (CS == SORT) begin
        X_1 = X[0] - X[ptr1];
        Y_1 = Y[0] - Y[ptr1];
        X_2 = X[0] - X[ptr2];
        Y_2 = Y[0] - Y[ptr2];
    end
    else begin  
        X_1 = X[position[0]] - X[index];
        X_2 = X[position[1]] - X[index];
        Y_1 = Y[position[0]] - Y[index];
        Y_2 = Y[position[1]] - Y[index];
    end
end
always @(posedge CLK or posedge RST) begin  
    if (RST) begin
        enable <= 1'b0;
    end
    else begin
        case (CS)
            SORT: enable <= ~cross_done;
            POINT: enable <= ~cross_done;
            default: enable <= 1'b0;
        endcase
    end
end
always @(posedge CLK or posedge RST) begin   
    if (RST) begin
        position[0] <= 4'd0;
        position[1] <= 4'd0;
        index <= 4'd0;
        index_point <= 2'd0;
        compare_temp <= 0;
        has_tan <= 0;
        is_tan <= 0;
        del_point <= 0;
    end
    else if (CS == POINT) begin
        case (index_point)
            2'd0 : begin
                if (index == 0) position[0] <= num - 2;
                else position[0] <= index - 1;
                position[1] <= num - 1;
                if (cross_done) begin
                    if (compare == 2) compare_temp <= 0;
                    else begin
                        compare_temp <= compare;
                        index_point <= 1;
                    end
                end
                DROP_V <= 0;
                is_tan <= 0;
            end 
            2'd1 : begin
                if (index == num - 2) position[1] <= 0;
                else position[1] <= index + 1;
                if (cross_done) begin
                    if (compare_temp == compare) begin
                        is_tan <= 1;
                    end
                    index_point <= 2;
                end
            end
            2'd2 : begin
                if (index == num - 2) position[0] <= 0;
                else position[0] <= index + 1;
                position[1] <= num - 1;
                if (cross_done) begin 
                    if (compare == 2) begin 
                        compare_temp <= 1;
                    end
                    else begin
                        compare_temp <= compare;
                    end
                    index_point <= 3; 
                end
            end
            2'd3 : begin
                if (index == 0) position[1] <= num - 2;
                else position[1] <= index - 1;
                if (cross_done) begin
                    if (compare_temp != compare) begin
                        if (~is_tan) begin
                            del_point[index] <= 1;
                            DROP_X <= X[index];
                            DROP_Y <= Y[index];
                            DROP_V <= 1;
                        end
                        else begin
                            is_tan <= 1;
                            has_tan <= 1;
                        end
                    end
                    index_point <= 0;
                    index <= index + 1;
                end
            end
        endcase
    end
    else if(CS == CO)begin
        has_tan <= 1;
        if(index_point == 2'd0) begin
            if (X[position[0]] < X[index] && X[index] < X[num - 1]) begin
                DROP_X <= X[index];
                DROP_Y <= Y[index];
                del_point[index] <= 1'b1;
            end
            else if (X[position[0]] < X[num - 1] && X[num - 1] < X[index]) begin
                DROP_X <= X[num-1];
                DROP_Y <= Y[num-1];
                del_point[num-1] <= 1'b1;
            end
            else if (X[index] < X[position[0]] && X[position[0]] < X[num - 1]) begin
                DROP_X <= X[position[0]];
                DROP_Y <= Y[position[0]];
                del_point[position[0]] <= 1'b1;
            end
            else if (X[index] < X[num - 1] && X[num - 1] < X[position[0]]) begin
                DROP_X <= X[num-1];
                DROP_Y <= Y[num-1];
                del_point[num-1] <= 1'b1;
            end
            else if (X[num - 1] < X[position[0]] && X[position[0]] < X[index]) begin
                DROP_X <= X[position[0]];
                DROP_Y <= Y[position[0]];
                del_point[position[0]] <= 1'b1;
            end
            else if (X[num - 1] < X[index] && X[index] < X[position[0]]) begin
                DROP_X <= X[index];
                DROP_Y <= Y[index];
                del_point[index] <= 1'b1;
            end
            else begin
                DROP_X <= X[num-1];
                DROP_Y <= Y[num-1];
                del_point[num-1] <= 1'b1;
            end
            DROP_V <= 1'b1;
        end
        index_point <= 0;
        index <= index + 1;
    end
    else if (CS == WRITE) begin
        DROP_X <= X[num-1];
        DROP_Y <= Y[num-1];
        DROP_V <= 1;
    end
    else if (CS == SHIFT) begin
        del_point <= del_point >>1;
    end
    else begin
        index_point <= 0;
        compare_temp <= 0;
        is_tan <= 0;
        if (CS == READ_X) begin
            index <= 0;
            has_tan <= 0;
            DROP_V <= 0;
        end
    end
end
endmodule
module CROSS (clk, enable, X_1, X_2, Y_1, Y_2, compare, valid);
input clk;
input enable;
input signed [10:0] X_1;
input signed [10:0] X_2;
input signed [10:0] Y_1;
input signed [10:0] Y_2;
output reg valid;
output reg [1:0] compare;
parameter one = 2'd0, two = 2'd1, write = 2'd2, idle = 2'd3;
reg [1:0] cur_state;
reg [1:0] new_state;
reg signed [20:0] temp [1:0];
always@(*) begin
    if (enable) begin
        case (cur_state)
            one : begin
                new_state = two;
            end
            two : begin
                new_state = write;
            end
            write : begin
                new_state = idle;
            end
            default : begin
                new_state = one;
            end
        endcase
    end
    else begin
       new_state = idle;
    end
end
always @(posedge clk) begin
    cur_state <= new_state;
end
always @(*) begin
    if (~enable) begin
        compare = 0;
        temp[0] = 0;
        temp[1] = 0;
        valid = 0; 
    end
    else begin
        case (cur_state)
            one : begin
                compare = 0;
                temp[1] = 0;
                valid = 0; 
                temp[0] = X_1 * Y_2;
            end
            two : begin
                compare = 0;
                temp[0] = X_1 * Y_2;
                valid = 0; 
                temp[1] = X_2 * Y_1;
            end
            write : begin
                compare[1] = (temp[0] == temp[1]);
                compare[0] = (temp[0] > temp[1]);
                temp[0] = X_1 * Y_2;
                temp[1] = X_2 * Y_1;
                valid = 1;
            end
            default : begin
                valid = 0;
                compare = 0;
                temp[0] = X_1 * Y_2;
                temp[1] = 0;
            end
        endcase
    end
end
endmodule
==> /design/flow/run.sh <==
#!/bin/bash
# OpenROAD 26Q1-2900-gdf79404cd8, Yosys 0.63+post, stock flow scripts
make -C /OpenROAD-flow-scripts/flow DESIGN_CONFIG=/design/flow/config.mk WORK_HOME=/design/flow/orfs finish
==> /design/flow/config.mk <==
export PLATFORM = sky130hd
export DESIGN_NAME = CONVEX
export DESIGN_NICKNAME = CONVEX
export VERILOG_FILES = /design/flow/design.v
export SDC_FILE = /design/flow/constraint.sdc
export NUM_CORES = 4
export LEC_CHECK = 1
export CORE_UTILIZATION = 50
==> /design/flow/constraint.sdc <==
current_design CONVEX

set clk_period 19.3
set clk_io_pct 0.2

create_clock -name clk0 -period $clk_period [get_ports {CLK}]

set non_clock_inputs [all_inputs -no_clocks]
set_input_delay [expr $clk_period * $clk_io_pct] -clock clk0 $non_clock_inputs
set_output_delay [expr $clk_period * $clk_io_pct] -clock clk0 [all_outputs]
==> impl_metrics.toml <==
# synthesis and place-and-route metrics
[floorplan]
coreArea_mm2 = 0.0915
rows = 111
die_area_mm2 = 0.0936
die_h_um = 306
io_pins = 29
initCoreUtil = 0.505
die_w_um = 306

[synth]
yosys_warnings = 6
ys_cells = 6014
flop_cell = "dfrtp_1"
synth_seq_share = 0.186
ys_async_sr_fraction = 0.926
ys_types = 89
synth_cells = 6014
ys_chip_area_mm2 = 0.0462
syn_area_mm2 = 0.0462
synth-edff-count = 21
ys_seq_elements = 340
avgSynthCellArea_um2 = 7.68

[cts]
cts_resized = 0
cts_tree = "done"
clockBufferDepth = 3
clk_pin_slew_ns = 0.07
h-tree-depth = 2
cts-hold-fix-buffers = 0
insertion_delay_ns = 0.65
postCtsSetupRepairBufs = 0
cts.sinks = 340
cts_buffers = 43
root_buffer = "clkbuf_16"

[timing]
fin_crit_ns = 15.20
finalCritPeriodShare = 0.788
worstMarginPinSlew_ns = 1.24
timing.fmax_mhz = 65.8
slew_headroom = 0.174
finalSetupViolCount = 0
hold_viol = 0
rsz0062_at_grt = "false"
clock_skew_ns = 0.0403
slew_violations = 0
tns_ns = 0

[setup_path]
cp_max_fo = 20
startpoint_type = "flop"
required_ns = 19.82
rr_worst_depth = 45
slowest_stage = "a2111oi_0"
r2r_start = "index[0]"
crit_end = "X[10][6]"
slowest_delay_ns = 0.89
cp-startpoint = "index[0]"
end_kind = "flop"
reg2reg_slack_ns = 4.10
critPathKind = "flop to flop"
arrival_ns = 15.72
r2r-end = "X[10][6]"

[routing]
met1_length_um = 89300
met2_length_um = 92700
drcViolationCount = 0
vias_per_cell = 7.33
wire_per_inst_um = 36.2
dr.pass1.iters = 10
drtAntennaViolNets = 0
drt-total-wl_um = 248000
dr_wl_met3_um = 43500
first_iter_violations = 7514
dr.max_layer_used = "met5"
routed-via-count = 50300

[run_status]
outcome = "finished clean"

[global_route]
grt_usage = 0.548
grt_pass1_vias = 47700
grt_pass1_wl_um = 354000
grt_max_degree = 103
overflow = 0
grt_antenna_before_repair = 22

[worst_hold_path]
min_from = "c1.cur_state[0]"
min_path_cells = 1
hold_class = "flop to flop"

[cells_and_area]
lay_top_count = "a21oi_1"
layout_top_cells = "a21oi_1, nand2_1, nor2_1"
drive_gt1_frac = 0.116
fin_area_mm2 = 0.0488
syn_to_final_growth_pct = 5.54

[flow_run]
warnings = 81
timing.max_cap.violations = 0

[placement]
io_buffers = 28
place_area_mm2 = 0.0473
place_congestion = 1.11
dp_hpwl_um = 170000
-- worst min path at each step --
| stage | end | slack [ns] |
|---|---|---|
| 4_1_cts | c1.cur_state[1] | 0.44 |
| 5_1_grt | c1.cur_state[1] | 0.44 |
| 6_report | c1.cur_state[1] | 0.43 |
-- layer usage --
metal | vias to the layer above | track usage
li1 | 20800 | -
met4 | 37 | 0.343
met1 | 23900 | 0.690
met5 | - | 0.0904
met3 | 1346 | 0.349
met2 | 4250 | 0.690
-- cell families (layout without fill, tap and decap cells) --
logic type,count (synthesis),in the layout,share of synthesized area
other cells,0,18,0
mux,329,329,0.0798
xor+xnor,126,126,0.0242
flops,340,340,0.186
buf+inv,1103,748,0.0907
compound gates,2079,2079,0.293
simple gates,1527,1527,0.150
fa+ha+maj,510,510,0.176
-- layout make-up --
class / instances / area (um2)
Multi-Input combinational cell: 4571 / 33700
Fill cell: 8539 / 42800
Tap cell: 1186 / 1480
Timing Repair Buffer: 247 / 1940
Sequential cell: 340 / 8600
Inverter: 425 / 1610
Clock buffer: 63 / 1240
Antenna cell: 18 / 45.0
Clock inverter: 13 / 178
-- worst max-delay path, delay by kind of cell (launching register included) --
family / cells / cell delay, ns
muxes: 1 / 0.41
AOI/OAI and AO/OA: 16 / 3.80
DFF: 1 / 0.57
adders and majority gates: 9 / 3.98
and+or+nand+nor: 11 / 4.62
buffers and inverters: 8 / 1.63
-- registers in the layout (all words and copies together) (netlist names), 4 cells and up --
name	flops
CS	8
index	4
del_point	13
index_point	4
X	130
num	4
Y	130
DROP_Y	10
DROP_X	10
ptr1	4
ptr2	4
position	9
c1.cur_state	4
-- Yosys cell counts (12+ instances only) --
cell | n | share of area
mux2_2 | 276 | 0.067
a211oi_1 | 52 | 0.0084
nor4_1 | 19 | 0.0026
mux2i_1 | 48 | 0.010
clkbuf_1 | 618 | 0.050
nand2_1 | 488 | 0.040
or2_2 | 19 | 0.0026
nor2b_1 | 35 | 0.0047
o22ai_1 | 14 | 0.0019
a21o_1 | 57 | 0.0093
o211ai_1 | 12 | 0.0020
nor3_1 | 76 | 0.0082
ha_1 | 275 | 0.074
o21a_1 | 13 | 0.0021
a31oi_1 | 37 | 0.0050
a21oi_1 | 574 | 0.062
xnor2_1 | 86 | 0.016
nand4_1 | 110 | 0.015
a22oi_1 | 409 | 0.066
and3_1 | 32 | 0.0043
inv_1 | 423 | 0.034
nand3_1 | 89 | 0.0096
a222oi_1 | 16 | 0.0035
xor2_1 | 38 | 0.0072
edfxtp_1 | 21 | 0.014
and2_1 | 80 | 0.011
buf_1 | 40 | 0.0032
nand2b_1 | 38 | 0.0051
fa_1 | 235 | 0.10
or3_1 | 18 | 0.0024
nor2_1 | 496 | 0.040
buf_2 | 15 | 0.0016
o21ai_0 | 464 | 0.050
a221oi_1 | 133 | 0.025
dfrtp_1 | 311 | 0.17
a211o_1 | 19 | 0.0036
a22o_1 | 141 | 0.027
-- stage by stage --
| step | util | hold slack, ns | setup WS [ns] | std cells |
|---|---|---|---|---|
| floorplan | - | 0.412 | 4.21 | 6014 |
| global placement | 0.517 | 0.415 | 4.89 | 6769 |
| detailed placement | 0.517 | 0.423 | 4.75 | 6769 |
| CTS | 0.532 | 0.435 | 4.61 | 6845 |
| global route | 0.532 | 0.444 | 3.60 | 6853 |
| finish | 0.533 | 0.430 | 4.10 | 6863 |
