<file path="flow/design.v">
module LCD_CTRL(
	input 			 clk	  ,
	input 			 rst	  ,
	input 	   [3:0] cmd      , 
	input 			 cmd_valid,
	input 	   [7:0] IROM_Q   ,
	output 			 IROM_rd  , 
	output reg [5:0] IROM_A   ,
	output reg		 IRAM_ceb ,
	output 		  	 IRAM_web ,
	output reg [7:0] IRAM_D	  ,
	output reg [5:0] IRAM_A	  ,
	input 	   [7:0] IRAM_Q	  ,
	output 			 busy	  ,
	output 			 done
);
reg [3:0] curr_state, next_state;
reg [7:0] img[0:7][0:7];
reg [7:0] cimg[0:8];
reg [2:0] x, y;
reg [2:0] idx_wx, idx_wy;
reg count;
parameter IDLE = 0, READ_IMG = 1, READ_CMD = 2, WRITE = 3, MOVE = 4, MAX = 5, MIN = 6, AVG = 7, WHITE = 8, BLACK = 9, ROTATE = 10, RESTORE = 11, COPY = 12, PASTE = 13, FINISH = 15;
assign busy = (curr_state == READ_CMD)? 0 : 1;
assign IROM_rd = (curr_state == READ_IMG)? 1 : 0;
assign IRAM_web = (curr_state == WRITE)? 0 : 1;
assign done = (curr_state == FINISH)? 1 : 0;
always @(*) begin
	if(rst) begin
		IRAM_ceb <= 0;
	end
	else if (curr_state == WRITE || cmd == RESTORE) begin
		IRAM_ceb <= 1;
	end
	else begin
		IRAM_ceb <= 0;
	end
end
wire [7:0] win [0:8];
assign win[0]  = img[x-1][y-1];
assign win[1]  = img[x][y-1];
assign win[2]  = img[x+1][y-1];
assign win[3]  = img[x-1][y];
assign win[4]  = img[x][y];
assign win[5]  = img[x+1][y];
assign win[6]  = img[x-1][y+1];
assign win[7]  = img[x][y+1];
assign win[8]  = img[x+1][y+1];
wire[11:0] sum;
assign sum = (win[0]  + win[1] + win[2] + win[3]  + win[4]  + win[5]  + win[6]  + 
			  win[7]  + win[8]);
wire [7:0] average;
assign average = sum / 9;
reg [7:0] max, max1, max2, max3, max4, max5, max6, max7;
reg [7:0] min, min1, min2, min3, min4, min5, min6, min7;
always @(*) begin
	max1  = (win[0]  > win[1] ) ? win[0]   : win[1] ;
    max2  = (win[2]  > win[3] ) ? win[2]   : win[3] ;
    max3  = (win[4]  > win[5] ) ? win[4]   : win[5] ;
    max4  = (win[6]  > win[7] ) ? win[6]   : win[7] ;
    max5  = (max1 > max2) ? max1 : max2;
    max6 = (max3 > max4) ? max3 : max4;
    max7 = (max5 > max6) ? max5 : max6;
    max = (max7 > win[8]) ? max7 : win[8];
end
always @(*) begin
    min1  = (win[0]  < win[1] ) ? win[0]  : win[1] ;
    min2  = (win[2]  < win[3] ) ? win[2]  : win[3] ;
    min3  = (win[4]  < win[5] ) ? win[4]  : win[5] ;
    min4  = (win[6]  < win[7] ) ? win[6]  : win[7] ;
    min5  = (min1  < min2) ? min1  : min2;
    min6 = (min3  < min4) ? min3  : min4;
    min7 = (min5  < min6) ? min5  : min6;
    min = (min7 < win[8]) ? min7 : win[8];
end
always @(*) begin
	if(curr_state == WRITE) begin
		if(IRAM_A[2:0] == 3'd7)begin
			idx_wx = 3'd0;
			idx_wy = IRAM_A[5:3] + 3'd1;
		end
		else begin
			idx_wx = IRAM_A[2:0] + 3'd1;
			idx_wy = IRAM_A[5:3];
		end
	end	
	else begin
		idx_wx = 3'd0;
		idx_wy = 3'd0;
	end
end
always @(posedge clk or posedge rst) begin
	if(rst) begin
		IRAM_D <= 8'd0;
	end	
	else if(next_state == WRITE) begin
		IRAM_D <= img[idx_wx][idx_wy];
	end	
	else begin
		IRAM_D <= 8'd0;
	end
end
always @(posedge clk or posedge rst) begin
	if(rst)begin
		IRAM_A <= 6'd0;
	end	
	else if(curr_state == WRITE)begin
		IRAM_A <= IRAM_A + 6'd1;
	end	
	else if (curr_state == RESTORE) begin
		IRAM_A <= x + y * 8;
		count <= 1;
	end
	else begin
		IRAM_A <= 6'd0;
		count <= 0;
	end
end
integer c;
always @(posedge clk or posedge rst) begin
	if(rst) begin
		for(c=0; c<9; c=c+1) begin
			cimg[c] <= 8'd0;
		end
	end
	else if(curr_state == COPY) begin
		cimg[0] <= img[x-1][y-1];
		cimg[1] <= img[x  ][y-1];
		cimg[2] <= img[x+1][y-1];
		cimg[3] <= img[x-1][y  ];
		cimg[4] <= img[x  ][y  ];
		cimg[5] <= img[x+1][y  ];
		cimg[6] <= img[x-1][y+1];
		cimg[7] <= img[x  ][y+1];
		cimg[8] <= img[x+1][y+1];
	end
end
integer i_x, i_y;
always @(posedge clk or posedge rst) begin
	if(rst) begin
		for(i_x=0; i_x<8; i_x=i_x+1) begin
			for(i_y=0; i_y<8; i_y=i_y+1) begin
				img[i_x][i_y] <= 8'd0;
			end
		end
	end
	else if(curr_state == READ_IMG) begin
		img[IROM_A[2:0]][IROM_A[5:3]] <= IROM_Q;
	end
	else if(curr_state == MAX) begin
		img[x-1][y-1] <= max;
		img[x  ][y-1] <= max;
		img[x+1][y-1] <= max;
		img[x-1][y  ] <= max;
		img[x  ][y  ] <= max;
		img[x+1][y  ] <= max;
		img[x-1][y+1] <= max;
		img[x  ][y+1] <= max;
		img[x+1][y+1] <= max;
	end	
	else if(curr_state == MIN) begin
		img[x-1][y-1] <= min;
		img[x  ][y-1] <= min;
		img[x+1][y-1] <= min;
		img[x-1][y  ] <= min;
		img[x  ][y  ] <= min;
		img[x+1][y  ] <= min;
		img[x-1][y+1] <= min;
		img[x  ][y+1] <= min;
		img[x+1][y+1] <= min;
	end
	else if(curr_state == AVG) begin
		img[x-1][y-1] <= average;
		img[x  ][y-1] <= average;
		img[x+1][y-1] <= average;
		img[x-1][y  ] <= average;
		img[x  ][y  ] <= average;
		img[x+1][y  ] <= average;
		img[x-1][y+1] <= average;
		img[x  ][y+1] <= average;
		img[x+1][y+1] <= average;
	end
	else if(curr_state == WHITE) begin
		img[x-1][y-1] <= 8'hFF;
		img[x  ][y-1] <= 8'hFF;
		img[x+1][y-1] <= 8'hFF;
		img[x-1][y  ] <= 8'hFF;
		img[x  ][y  ] <= 8'hFF;
		img[x+1][y  ] <= 8'hFF;
		img[x-1][y+1] <= 8'hFF;
		img[x  ][y+1] <= 8'hFF;
		img[x+1][y+1] <= 8'hFF;
	end
	else if(curr_state == BLACK) begin
		img[x-1][y-1] <= 8'h00;
		img[x  ][y-1] <= 8'h00;
		img[x+1][y-1] <= 8'h00;
		img[x-1][y  ] <= 8'h00;
		img[x  ][y  ] <= 8'h00;
		img[x+1][y  ] <= 8'h00;
		img[x-1][y+1] <= 8'h00;
		img[x  ][y+1] <= 8'h00;
		img[x+1][y+1] <= 8'h00;
	end
	else if(curr_state == ROTATE) begin
		img[x-1][y-1] <= img[x-1][y  ];
		img[x  ][y-1] <= img[x-1][y-1];
		img[x+1][y-1] <= img[x  ][y-1];
		img[x-1][y  ] <= img[x-1][y+1];
		img[x+1][y  ] <= img[x+1][y-1];
		img[x-1][y+1] <= img[x  ][y+1];
		img[x  ][y+1] <= img[x+1][y+1];
		img[x+1][y+1] <= img[x+1][y  ];
	end
	else if(curr_state == RESTORE && count == 1) begin
		img[x  ][y  ] <= IRAM_Q;
	end
	else if (curr_state == PASTE) begin
		img[x-1][y-1] <= cimg[0];
		img[x  ][y-1] <= cimg[1];
		img[x+1][y-1] <= cimg[2];
		img[x-1][y  ] <= cimg[3];
		img[x  ][y  ] <= cimg[4];
		img[x+1][y  ] <= cimg[5];
		img[x-1][y+1] <= cimg[6];
		img[x  ][y+1] <= cimg[7];
		img[x+1][y+1] <= cimg[8];
	end
end		
always@(posedge clk or posedge rst)begin
	if(rst) begin
		x <= 3'd4;
		y <= 3'd4;
	end	
	else if(curr_state == MOVE) begin
		case(cmd)
			4'd1 : y <= (y == 3'd1) ? 3'd1 : (y - 3'd1);
			4'd2 : y <= (y == 3'd6) ? 3'd6 : (y + 3'd1);
			4'd3 : x <= (x == 3'd1) ? 3'd1 : (x - 3'd1);
			4'd4 : x <= (x == 3'd6) ? 3'd6 : (x + 3'd1);
		endcase 
	end
end
always@(posedge clk or posedge rst)begin
	if(rst) begin
		IROM_A <= 6'd0;
	end
	else if(curr_state == READ_IMG) begin
		IROM_A <= IROM_A + 6'd1;
	end
	else begin
		IROM_A <= 6'd0;
	end
end
always @(*) begin
	case(curr_state)
		IDLE : 
			next_state = READ_IMG;
		READ_IMG : 
			next_state = (IROM_A == 6'd63) ? READ_CMD : READ_IMG;
		READ_CMD : begin
			case(cmd)
				4'd0 : next_state = WRITE;
				4'd1, 4'd2, 4'd3, 4'd4 : next_state = MOVE;
				4'd5 : next_state = MAX;
				4'd6 : next_state = MIN;
				4'd7 : next_state = AVG;
				4'd8 : next_state = WHITE;
				4'd9 : next_state = BLACK;
				4'd10 : next_state = ROTATE;
				4'd11 : next_state = RESTORE;
				4'd12 : next_state = COPY;
				4'd13 : next_state = PASTE;
				4'd15 : next_state = FINISH;
				default : next_state = READ_CMD;
			endcase
		end
		WRITE : 
			next_state = (IRAM_A == 6'd63) ? READ_CMD : WRITE;
		MOVE : 
			next_state = READ_CMD;
		MAX : 
			next_state = READ_CMD;
		MIN : 
			next_state = READ_CMD;
		AVG : 
			next_state = READ_CMD;
		WHITE : 
			next_state = READ_CMD;
		BLACK :
			next_state = READ_CMD;
		ROTATE :
			next_state = READ_CMD;
		RESTORE :
			next_state = (count == 1)? READ_CMD : RESTORE;
		COPY :
			next_state = READ_CMD;
		PASTE : 
			next_state = READ_CMD;
		FINISH : 
			next_state = FINISH;
		default : 
			next_state = IDLE;
	endcase
end
always@(posedge clk or posedge rst)begin
	if(rst)
		curr_state <= IDLE;
	else
		curr_state <= next_state;
end
endmodule
</file>
<file path="flow/run.sh">
#!/bin/bash
# OpenROAD 26Q1-2900-gdf79404cd8, Yosys 0.63+post, stock flow scripts
make -C /OpenROAD-flow-scripts/flow DESIGN_CONFIG=/design/flow/config.mk WORK_HOME=/design/flow/orfs finish
</file>
<file path="flow/config.mk">
export PLATFORM = sky130hd
export DESIGN_NAME = LCD_CTRL
export DESIGN_NICKNAME = LCD_CTRL
export VERILOG_FILES = /design/flow/design.v
export SDC_FILE = /design/flow/constraint.sdc
export NUM_CORES = 4
export LEC_CHECK = 1
export CORE_UTILIZATION = 50
</file>
<file path="flow/constraint.sdc">
current_design LCD_CTRL

set clk_period 41.5
set clk_io_pct 0.2

create_clock -name clk0 -period $clk_period [get_ports {clk}]

set non_clock_inputs [all_inputs -no_clocks]
set_input_delay [expr $clk_period * $clk_io_pct] -clock clk0 $non_clock_inputs
set_output_delay [expr $clk_period * $clk_io_pct] -clock clk0 [all_outputs]
</file>
==> results.txt <==
Deepest clock path buffer count - 4
Outcome - aborted with a tool error
Area leader share - 0.125
Post-cts sizing count - 0
Syn Area/Cell - 6.14 µm²
Number of global-route vias before repair - 265,000
Post-DP Area - 174,000 µm²
Error msg - [ERROR GRT-0116] Global routing finished with congestion. Check the congestion regions in the DRC Viewer.
Count of library flops with an enable pin - 1
# clock sinks - 615
Setup Fix Bufs, Post-CTS - 0
First-pass GRT wire length - 2830 mm
Gpl congestion - 2.11
CTS Hold Buffers Added - 0
Place WS - 22.20 ns
Flops after synth - 615
Async SR Flop Fraction - 0.998
Die W - 563 µm
Io pins - 48
Grt total ovfl - 98,600
Yosys Instances - 25,700
Unique cell types - 114
H-tree depth - 3
Largest net degree at the start of global routing - 100
HPWL Detailed - 1570 mm
Total CTS buffers - 94
Top_reg_cell synth - dfrtp_1
I/O Buffers - 46
Top cells by area - a211oi_1 (12%), dfrtp_1 (9.7%), clkbuf_1 (8.4%), nor2_1 (7.2%), a21oi_1 (6.9%)
DP Cell Count - 28,600
Init Core Util - 0.504
DIE HEIGHT - 563 µm
Post-synthesis cell count - 25,700
Post-synth seq share - 0.0977
Syn Std Cell Area - 158,000 µm²
# rows - 205
Yosys warns - 3
Halt Stage - global routing
Area leader, netlist - a211oi_1
Root Driver - clkbuf_16
Yosys stat chip area - 158,000 µm²
GRT Total Usage - 1.39
synth_stat cells, types with 67 or more instances:
cell       number
buf_2          72
a22o_1        464
dfrtp_1       612
a22oi_1      1077
nor4_1        160
nor3_1       1249
a211oi_1     2616
a222oi_1      141
a221oi_1      762
o221ai_1      142
mux2i_1       610
mux2_2         67
ha_1          146
nand4_1       477
o31ai_1       250
o22ai_1       236
clkbuf_1     3544
a21o_1         72
a21oi_1      2185
o211ai_1     1041
inv_1         261
nand2_1      2344
o21ai_0      2033
buf_1         322
o2111ai_1     112
a31oi_1       233
nor2_1       3017
nand3_1       479
metal layers:
| layer | track usage | overflow |
|---|---|---|
| met5 | 1.03 | 1137 |
| met4 | 1.26 | 10100 |
| met3 | 1.10 | 9268 |
| met2 | 1.80 | 53500 |
| met1 | 1.30 | 24600 |
per-stage QoR:
| step | util | power, mW |
|---|---|---|
| 3_3_place_gp | 0.555 | 110 |
| 3_5_place_dp | 0.555 | 110 |
| 2_1_floorplan | - | 84.8 |
| 4_1_cts | 0.565 | 111 |
logic make-up after synthesis:
group | after synthesis | synth area share
DFF | 615 | 0.0977
xor gates and xnor gates | 47 | 0.00298
AOI/OAI and AO/OA | 11800 | 0.512
muxes | 680 | 0.0439
and+or+nand+nor | 8068 | 0.223
buffers and inverters | 4228 | 0.101
adders and majority gates | 201 | 0.0186
No activity file was given, so power comes from the tool's default toggle rates.
