==> design/flow/design.v <==
`timescale 1ns/10ps
module CS(Y, X, reset, clk);
input clk, reset; 
input [7:0] X;
output [9:0] Y;
integer i;
integer j;
reg [9:0] Y;
reg [7:0] serial [0:8];
reg [11:0] Xsum;
reg [7:0] Xavg;
reg [7:0] Xappr;
reg [12:0] Xsums;
always @(posedge clk or posedge reset) begin
    if (reset) begin
        for (i = 0; i <= 8; i = i + 1) begin
            serial[i] <= 8'b0;
        end
        i <= 0;
    end
    else begin
        for (i = 8; i > 0; i = i - 1) begin
            serial[i] <= serial[i-1];
        end
        serial[0] <= X;
    end
end
always @(*) begin
    Xsum = serial[0] + serial[1] + serial[2] + serial[3] + serial[4] + serial[5] + serial[6] + serial[7] + serial[8];
    Xavg = Xsum / 9;
    Xappr = 8'b0;
    for (j = 0; j <= 8; j = j + 1) begin
        if ((Xavg >= serial[j]) && (serial[j] > Xappr)) Xappr = serial[j];
    end
    Xsums = Xsum + ({Xappr, 3'b0} + Xappr);
    Y = Xsums >> 3;
end
endmodule
==> design/flow/run.sh <==
#!/bin/bash
# OpenROAD 26Q1-2900-gdf79404cd8, Yosys 0.63+post, stock flow scripts
make -C /OpenROAD-flow-scripts/flow DESIGN_CONFIG=/design/flow/config.mk WORK_HOME=/design/flow/orfs finish
==> design/flow/config.mk <==
export PLATFORM = sky130hd
export DESIGN_NAME = CS
export DESIGN_NICKNAME = CS
export VERILOG_FILES = /design/flow/design.v
export SDC_FILE = /design/flow/constraint.sdc
export NUM_CORES = 4
export LEC_CHECK = 1
export CORE_UTILIZATION = 40
==> design/flow/constraint.sdc <==
current_design CS

set clk_period 63.4
set clk_io_pct 0.2

create_clock -name clk0 -period $clk_period [get_ports {clk}]

set non_clock_inputs [all_inputs -no_clocks]
set_input_delay [expr $clk_period * $clk_io_pct] -clock clk0 $non_clock_inputs
set_output_delay [expr $clk_period * $clk_io_pct] -clock clk0 [all_outputs]
==> Changelog: implementation <==
### Implementation results

* Synth Register Bits at 72
* 1st-iter DRT viols at 661
* Share of the synthesized area in the top cell type at about 20%
* WP data required at 50.72 ns
* I/O pin count at 20
* All-Layer GR Usage at 20.8%
* Critical Path End Type: output port
* Seq share, synth at 18.0%
* Number of max-slew violations in the final report at 0
* Synth unique cells at 96
* Fill cell instance count of the final layout at around 2,300
* Biggest cell delay along the critical path at ~0.76 ns
* Skew-Pair Late Insertion Delay at ~0.35 ns
* Antenna Cells at 0
* Area leader, netlist: ha_1
* Instance tally after logic synthesis at 1,147
* Total of endpoints with negative setup slack in the final report at 0
* Type of origin of the critical path: register
* Setup repair after global routing missed its margin: false
* Total routed wirelength at 25.2 mm
* Number of clock buffers inserted by TritonCTS at 9
* Final design utilization at 44.8%
* Post-synth design cell area at ~10,000 um2
* Highest metal layer used by the detailed router: met4
* Largest registers in the final layout: serial x72
* EDFF count, synth at 0
* Top area cell types: ha_1 20%, dfrtp_1 18%, fa_1 12%
* Drt pass-1 iters at 5
* Port Buffer Count at 19
* Wire length on met3 at about 1.6 mm
* Max Fclk at 23.0 MHz
* Clk sink count at 72
* Synth Area per Inst at 8.73 um2
* Largest fanout on the critical path at 15
* Sequential standard cell area at around 1800 um2
* Number of core rows at 57
* Post-CTS Repair Setup Buffers at 0
* Count of nets left with antenna violations after detail routing at 0
* Worst slew margin at between 30% and 40%
* Most numerous cell on the critical path: inv_1
* Final hold slack at 0.415 ns
* Status: finished, final reports clean
* Share of the cycle needed by the critical path after routing at 68.5%
* Routed wirelength normalized by instance count at 16.8 um
* Core box area at 24,500 um2
* Most flops, register: serial
* Drt drc at 0
* Multi-input gate area in the final layout at 7470 um2
* Clock tree from TritonCTS: built
* Via count normalized by instance count at 5.42
* Number of non-filler instances in the completed layout at about 1,500
* Worst reg2reg startpoint: serial[3][1]
* CP Data Arrival Time at 30.73 ns
* Leftover overflow at the end of global routing at 0
* Launch point of the worst hold path: serial[1][6]
* Max reg flops at 72
* Antenna violations before repair at 0
* Buffer and inverter count on the worst path at 20
* Post-placement cell count at 1,486
* Horizontal extent of the die at 160 um
* Met2 WL post-DR at 10.9 mm
* Worst-Margin Slew at 0.980 ns
* Pin count of the biggest net entering global routing at between 40 and 50
* Prevailing post-synth register cell: dfrtp_1
* Via count of the first global-routing pass at ~7,700
* Number of warnings issued by yosys at 2
* Die area at roughly 26,000 um2
* Class of the most critical setup path: reg -> out
* Top cell family by delay on the critical path: AND-OR/OR-AND gates
* Slowest CP cell: o2bb2ai_1
* Post-route clock skew at about 0.010 ns
* Final Hold Viols at 0
* GP Congestion at between 0.9 and 1
* HPWL after detailed placement at 20.9 mm
* Overall via count from detail_route at 8,148
* Area growth syn-to-layout at 9.37%
* # Max-Cap Violations at 0
* Total number of warnings across the stage logs at 26
* Max Buffers Root-to-Sink at 2
* Count of instantiated cells in the yosys netlist at 1,147
* Yosys Chip Area at 10,000 um2
* First-pass GRT wire length at 40.9 mm
* Min-delay worst type: reg -> reg
* Detailed-route wire length on metal 1 at 12.6 mm
* Initial Utilization at 40.9%
* Post-CTS clock slew at the launch and capture registers of the worst setup and hold paths at around 0.06 ns
* Level count of the clock H-tree at 3
* Proportion of layout cells with a drive suffix above 1 at under 10%
* Count of hold buffers inserted by post-cts repair at 0
* Height of the die at 160 um
* Setup TNS after final layout at 0 ns
* Clock root buffer: clkbuf_16
* Beginning of the critical path: serial[2][2]
* Cell resize tally after clock tree synthesis at 0
* Share of synthesized registers carrying an async set or reset at 100%
* Clock period minus worst slack at 43.41 ns
==> placed cells by master, fill, tap and decap left out, types with 5 or more instances in the layout <==
master	Yosys	layout
clkbuf_16	0	9
nand3_1	21	21
nand2b_1	31	31
ha_1	157	157
a21o_1	27	27
mux2_2	11	11
a21oi_1	77	77
a211oi_1	14	14
xnor2_1	24	24
clkdlybuf4s50_1	0	19
and2_1	8	8
nor2b_1	20	20
nand4_1	9	9
a31oi_1	6	6
o211ai_1	8	8
and3_1	7	7
o21bai_1	6	6
mux2i_1	22	22
nand2_1	78	78
or3_1	12	12
nor3_1	23	23
o21a_1	12	12
fa_1	58	58
dfrtp_1	72	72
o21ai_1	9	9
o21ai_0	59	59
a31o_2	5	5
inv_1	175	174
buf_4	1	14
nor2_1	59	59
==> final cells by class <==
| type | count | area share [%] |
|---|---|---|
| repair buffers | 33 | 2.70 |
| inverters | 177 | 6.08 |
| clock inverters | 6 | 0.674 |
| flip-flops and latches | 72 | 16.4 |
| well taps | 324 | 3.70 |
| multi-input cells | 880 | 68.2 |
| clock buffers | 10 | 2.18 |
==> routing by layer <==
| layer | vias up | global-route usage, % |
|---|---|---|
| met5 | - | 0 |
| met4 | 0 | 1.34 |
| met3 | 15 | 3.63 |
| met2 | 207 | 30.6 |
| met1 | 3805 | 33.9 |
| li1 | 4121 | - |
==> cell usage after synthesis (4+ instances only) <==
cell type and count:
a211oi_1 14, a21boi_0 4, a21o_1 27, a21oi_1 77
a311oi_1 4, a31o_2 5, a31oi_1 6, and2_1 8
and3_1 7, clkbuf_1 13, dfrtp_1 72, fa_1 58
ha_1 157, inv_1 175, mux2_2 11, mux2i_1 22
nand2_1 78, nand2b_1 31, nand3_1 21, nand4_1 9
nor2_1 59, nor2b_1 20, nor3_1 23, o2111ai_1 4
o211ai_1 8, o21a_1 12, o21ai_0 59, o21ai_1 9
o21bai_1 6, o221ai_1 4, o22ai_1 4, o31a_1 4
o31ai_1 4, or2_2 4, or3_1 12, xnor2_1 24
xor2_1 4
==> through the flow <==
stage,worst slack [ns],instance area (um2)
floorplan,23.74,10000
global placement,21.16,10600
detailed placement,20.70,10600
CTS,20.18,11000
global route,17.30,11000
finish,19.99,11000
==> kinds of logic (layout without fill, tap and decap cells) <==
group	count (synthesis)	count (layout)	share of synthesized area [%]
compound gates	311	311	22.2
xor+xnor	29	29	2.61
fa+ha+maj	218	218	31.5
buf+inv	195	226	7.46
flops	72	72	18.0
mux	36	36	3.95
simple gates	286	286	14.3
==> path summary, 6_finish.rpt <==
kind / end / slack, ns / depth (start not counted)
max: Y[8] / 19.99 / 136
min: serial[2][6] / 0.41 / 0
max reg2reg: serial[4][1] / 62.71 / 0
min reg2reg: serial[2][6] / 0.41 / 0
max in group asynchronous: serial[3][3] / 49.71 / 3
min in group asynchronous: serial[3][0] / 12.69 / 2
