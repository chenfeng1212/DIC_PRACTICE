`/design/flow/run.sh`:
```
#!/bin/bash
# OpenROAD 26Q1-2900-gdf79404cd8, Yosys 0.63+post, stock flow scripts
make -C /OpenROAD-flow-scripts/flow DESIGN_CONFIG=/design/flow/config.mk WORK_HOME=/design/flow/orfs finish
```
`/design/flow/config.mk`:
```
export PLATFORM = sky130hd
export DESIGN_NAME = BU
export DESIGN_NICKNAME = BU
export VERILOG_FILES = /design/flow/design.v
export SDC_FILE = /design/flow/constraint.sdc
export NUM_CORES = 4
export LEC_CHECK = 1
export CORE_UTILIZATION = 50
```
`/design/flow/constraint.sdc`:
```
current_design BU

set clk_period 60.6
set clk_io_pct 0.2

create_clock -name clk0 -period $clk_period

set non_clock_inputs [all_inputs -no_clocks]
set_input_delay [expr $clk_period * $clk_io_pct] -clock clk0 $non_clock_inputs
set_output_delay [expr $clk_period * $clk_io_pct] -clock clk0 [all_outputs]
```
`/design/flow/design.v`:
```
module BU(
	input signed [31:0] a,
	input signed [31:0] b,
	input signed [31:0] c,
	input signed [31:0] d,
	input signed [31:0] W_real,
	input signed [31:0] W_imag,
	output signed [31:0] result0_real,
	output signed [31:0] result0_imag,
	output signed [31:0] result1_real,
	output signed [31:0] result1_imag
);
wire signed [64:0] part1, part2, part3, part4, part5, part6;
assign result0_real = a + c;
assign result0_imag = b + d;
assign part1 = (a - c) * W_real;
assign part2 = (d - b) * W_imag;
assign part3 = (a - c) * W_imag;
assign part4 = (b - d) * W_real;
assign part5 = part1 + part2;
assign part6 = part3 + part4;
assign result1_real = part5[47:16];
assign result1_imag = part6[47:16];
endmodule
```
==> impl_metrics.csv <==
group,metric,value,unit
clock_network,ctsHoldBuffers,0,
hold_path,hold_path_class,"input port to output port",
detailed_routing,ant_nets,0,
pwr,p_sw,60200,uW
critical_path,cp.arrival,26.17,ns
detailed_routing,drt-initial-drc-count,3527,
layout,areaGrowthSynthToFinish,5.52,%
pwr,internal_power,55300,uW
floorplanning,dieHeight,505,um
pwr,total_leakage_power,0.0696,uW
critical_path,path_buffers,12,
hold_path,holdPathStages,5,
floorplanning,core,251000,sq um
layout,drive_above_1_share,3.32,%
synth,common_cells,"3951 x inv_1, 3603 x fa_1, 2004 x nand2_1",
sta,final.period_utilization,63.2,%
floorplanning,ios,320,
synth,synthAoiAreaFrac,2.61,%
layout,num-clock-buffers,0,
floorplanning,fp.dieW,505,um
critical_path,slowest_stage,"fa_1",
synth,fa_ha_area_share,64.7,%
layout,fillers,22300,
sta,relSlewSlack,21.6,%
floorplanning,dieArea,255000,sq um
sta,setup_viol,0,
synth,synth.most_common_cell,"inv_1",
sta,hold_violations,0,
placed_design,place_area,133000,sq um
critical_path,crit_start,"c[8]",
synth,ys_seq_share,0,%
synth,synth.mux.area_fraction,0.0247,%
synth,yosys_warnings,0,
placed_design,gp_congestion,0.954,
pwr,power.share.switching,52.1,%
critical_path,required,48.48,ns
placed_design,io_buffers,320,
detailed_routing,wl_per_cell,21.1,um
synth,synth-xor-area-share,2.69,%
detailed_routing,drt_pass1_iterations,27,
synth,syn_inst,14100,
synth,synth.avg_cell_area,8.99,sq um
hold_path,hold_path.startpoint,"c[1]",
clock_network,ctsResizeCount,0,
critical_path,path_class,"input port to output port",
clock_network,post_cts_buffers,0,
sta,period_minus_slack,38.29,ns
detailed_routing,vias,88500,
synth,synth_stat.cells,14100,
synth,synth_area,126000,sq um
flow_run,openroad.warnings,130,
layout,flop-count,0,
synth,ys_area,126000,sq um
detailed_routing,viasPerCell,5.14,
critical_path,cp-end-kind,"output port",
global_route,grt_max_degree,65,
critical_path,max_stage_delay,0.56,ns
critical_path,crit_top_cell,"fa_1",
global_route,grt_pass1_vias,100000,
sta,grt_setup_unrepaired,"no",
global_route,grt_usage,33.1,%
hold_path,whs_endpoint,"result0_real[1]",
layout,design_area,133000,sq um
synth,logic_family,"adder cells",
sta,final.setup.tns,0,ns
flow_run,max_cap_viol_count,0,
critical_path,start_kind,"input port",
sta,fmax,0.0261,GHz
global_route,overflow,0,
critical_path,path_delay_family,"adder cells",
floorplanning,fp-row-count,184,
synth,top_area_cell,"fa_1",
detailed_routing,drc_errors,0,
synth,synthTopCellsByArea,"fa_1 57%, inv_1 12%, ha_1 7.7%",
synth,synth.top_cell.area_share,57.1,%
pwr,vdd_drop_max,10.8,mV
global_route,antenna_found_initial,15,
status,outcome,"finished, final reports clean",
synth,synthDistinctLibCells,80,
critical_path,path_max_fanout,34,
global_route,grt_pass1_wl,582000,um
sta,slew_viol_final,0,
layout,regArea,0,sq um
sta,worstMarginPinSlew,1.18,ns
pwr,p_per_area,866,nW/um^2
detailed_routing,totalWireLength,364000,um
placed_design,dp_hpwl,312000,um
synth,simple_gate_share,15.9,%
floorplanning,fp_util,50.3,%
==> logic make-up after synthesis <==
group	Yosys count
AND-OR/OR-AND	499
XOR/XNOR	362
adder cells (fa/ha/maj)	4377
buffers and inverters	4737
multiplexers	3
AND/OR/NAND/NOR	4078
==> through the flow <==
stage          total power [uW]  instances  hold WS (ns)  util [%]  setup slack, ns
2_1_floorplan             80300      14100         24.48         -            24.85
3_3_place_gp             115000      17200         25.41      53.1            22.42
3_5_place_dp             116000      17200         25.43      53.1            22.36
4_1_cts                  117000      17200         25.44      53.1            22.31
5_1_grt                  128000      17200         25.48      53.1            21.47
6_report                 115000      17200         25.43      53.1            22.31
==> layout make-up <==
type / instances / area, sq um / area share, %
diodes: 8 / 20.0 / 0.0150
inverters: 3956 / 14800 / 11.1
multi-input cells: 9319 / 109000 / 82.0
well taps: 3348 / 4190 / 3.14
repair buffers: 599 / 5010 / 3.76
==> cell usage in the layout, fill, tap and decap left out, types with 7 or more instances in the layout <==
master / netlist / layout
o21ai_0: 66 / 64
xor2_2: 0 / 10
xor2_1: 76 / 61
ha_1: 774 / 772
buf_2: 11 / 61
nor2_1: 162 / 160
xnor3_1: 16 / 16
o211ai_1: 15 / 15
nand2b_1: 104 / 104
and3_1: 44 / 44
xnor2_1: 268 / 205
a21oi_1: 166 / 164
o31ai_1: 12 / 12
a31oi_1: 15 / 13
nor3_1: 38 / 38
and2_1: 1468 / 1468
fa_1: 3603 / 3602
clkdlybuf4s50_1: 0 / 258
nand3_1: 22 / 22
nor2b_1: 178 / 178
o21a_1: 28 / 28
nand2_1: 2004 / 2004
inv_1: 3951 / 3951
or2_2: 7 / 7
xnor2_2: 2 / 65
diode_2: 0 / 8
buf_4: 4 / 277
nand4_1: 17 / 17
or3_1: 14 / 14
a211oi_1: 11 / 11
a21o_1: 70 / 70
o21bai_1: 33 / 33
==> per-layer routing <==
layer	global-route usage [%]	wire, um	vias to the layer above
li1	-	-	38800
met1	43.9	129000	45500
met2	50.6	175000	3750
met3	14.2	39700	498
met4	12.6	20400	10
met5	0.676	385	-
==> worst max path at each step <==
| stage | endpoint | slack (ns) | cells past startpoint |
|---|---|---|---|
| global route | result1_real[31] | 21.47 | 52 |
| finish | result1_real[31] | 22.31 | 52 |
| CTS | result1_real[31] | 22.31 | 47 |
Power figures rest on the tool's default switching activity, not on a simulated workload.
